<file path="flow/design.v">
module comp_add (input wire i0, i1, i2, i3, cin, output wire o1, carry, cout);
	wire o2;
	fa m0(i0,i1,i2,o2,cout);
	fa m1(i3,o2,cin,o1,carry);
endmodule
module adder_array (input wire [15:0] x, y, input wire [17:0] ws_i,wc_i, input wire cx,cy, cin, output wire [17:0] ws_o,wc_o ,output wire cout);
	wire [0:16] c;
	comp_add m0(x[0],y[0],cx,cy,cin,ws_o[0],wc_o[0],c[0]);  
	comp_add m1(x[1],y[1],ws_i[1],wc_i[1],c[0],ws_o[1],wc_o[1],c[1]);
	comp_add m2(x[2],y[2],ws_i[2],wc_i[2],c[1],ws_o[2],wc_o[2],c[2]);
	comp_add m3(x[3],y[3],ws_i[3],wc_i[3],c[2],ws_o[3],wc_o[3],c[3]);
	comp_add m4(x[4],y[4],ws_i[4],wc_i[4],c[3],ws_o[4],wc_o[4],c[4]);
	comp_add m5(x[5],y[5],ws_i[5],wc_i[5],c[4],ws_o[5],wc_o[5],c[5]);
	comp_add m6(x[6],y[6],ws_i[6],wc_i[6],c[5],ws_o[6],wc_o[6],c[6]);
	comp_add m7(x[7],y[7],ws_i[7],wc_i[7],c[6],ws_o[7],wc_o[7],c[7]);
	comp_add m8(x[8],y[8],ws_i[8],wc_i[8],c[7],ws_o[8],wc_o[8],c[8]);
	comp_add m9(x[9],y[9],ws_i[9],wc_i[9],c[8],ws_o[9],wc_o[9],c[9]);
	comp_add m10(x[10],y[10],ws_i[10],wc_i[10],c[9],ws_o[10],wc_o[10],c[10]);
	comp_add m11(x[11],y[11],ws_i[11],wc_i[11],c[10],ws_o[11],wc_o[11],c[11]);
	comp_add m12(x[12],y[12],ws_i[12],wc_i[12],c[11],ws_o[12],wc_o[12],c[12]);
	comp_add m13(x[13],y[13],ws_i[13],wc_i[13],c[12],ws_o[13],wc_o[13],c[13]);
	comp_add m14(x[14],y[14],ws_i[14],wc_i[14],c[13],ws_o[14],wc_o[14],c[14]);
	comp_add m15(x[15],y[15],ws_i[15],wc_i[15],c[14],ws_o[15],wc_o[15],c[15]);
	comp_add m16(x[15],y[15],ws_i[16],wc_i[16],c[15],ws_o[16],wc_o[16],c[16]);  
	comp_add m17(x[15],y[15],ws_i[17],wc_i[17],c[16],ws_o[17],wc_o[17],cout);  
endmodule
module invert (input wire i, output wire o);
   assign o = !i;
endmodule
module and2 (input wire i0, i1, output wire o);
  assign o = i0 & i1;
endmodule
module or2 (input wire i0, i1, output wire o);
  assign o = i0 | i1;
endmodule
module xor2 (input wire i0, i1, output wire o);
  assign o = i0 ^ i1;
endmodule
module nand2 (input wire i0, i1, output wire o);
   wire t;
   and2 and2_0 (i0, i1, t);
   invert invert_0 (t, o);
endmodule
module nor2 (input wire i0, i1, output wire o);
   wire t;
   or2 or2_0 (i0, i1, t);
   invert invert_0 (t, o);
endmodule
module xnor2 (input wire i0, i1, output wire o);
   wire t;
   xor2 xor2_0 (i0, i1, t);
   invert invert_0 (t, o);
endmodule
module and3 (input wire i0, i1, i2, output wire o);
   wire t;
   and2 and2_0 (i0, i1, t);
   and2 and2_1 (i2, t, o);
endmodule
module or3 (input wire i0, i1, i2, output wire o);
   wire t;
   or2 or2_0 (i0, i1, t);
   or2 or2_1 (i2, t, o);
endmodule
module nor3 (input wire i0, i1, i2, output wire o);
   wire t;
   or2 or2_0 (i0, i1, t);
   nor2 nor2_0 (i2, t, o);
endmodule
module nand3 (input wire i0, i1, i2, output wire o);
   wire t;
   and2 and2_0 (i0, i1, t);
   nand2 nand2_1 (i2, t, o);
endmodule
module xor3 (input wire i0, i1, i2, output wire o);
   wire t;
   xor2 xor2_0 (i0, i1, t);
   xor2 xor2_1 (i2, t, o);
endmodule
module xnor3 (input wire i0, i1, i2, output wire o);
   wire t;
   xor2 xor2_0 (i0, i1, t);
   xnor2 xnor2_0 (i2, t, o);
endmodule
module mux2 (input wire i0, i1, j, output wire o);
  assign o = (j==0)?i0:i1;
endmodule
module mux4 (input wire [0:3] i, input wire j1, j0, output wire o);
  wire  t0, t1;
  mux2 mux2_0 (i[0], i[1], j1, t0);
  mux2 mux2_1 (i[2], i[3], j1, t1);
  mux2 mux2_2 (t0, t1, j0, o);
endmodule
module mux8 (input wire [0:7] i, input wire j2, j1, j0, output wire o);
  wire  t0, t1;
  mux4 mux4_0 (i[0:3], j2, j1, t0);
  mux4 mux4_1 (i[4:7], j2, j1, t1);
  mux2 mux2_0 (t0, t1, j0, o);
endmodule
module demux2 (input wire i, j, output wire o0, o1);
  assign o0 = (j==0)?i:1'b0;
  assign o1 = (j==1)?i:1'b0;
endmodule
module demux4 (input wire i, j1, j0, output wire [0:3] o);
  wire  t0, t1;
  demux2 demux2_0 (i, j1, t0, t1);
  demux2 demux2_1 (t0, j0, o[0], o[1]);
  demux2 demux2_2 (t1, j0, o[2], o[3]);
endmodule
module demux8 (input wire i, j2, j1, j0, output wire [0:7] o);
  wire  t0, t1;
  demux2 demux2_0 (i, j2, t0, t1);
  demux4 demux4_0 (t0, j1, j0, o[0:3]);
  demux4 demux4_1 (t1, j1, j0, o[4:7]);
endmodule
module df (input wire clk, in, output wire out);
  reg df_out;
  always@(posedge clk) df_out <= in;
  assign out = df_out;
endmodule
module dfr (input wire clk, reset, in, output wire out);
  wire reset_, df_in;
  invert invert_0 (reset, reset_);
  and2 and2_0 (in, reset_, df_in);
  df df_0 (clk, df_in, out);
endmodule
module dfrl (input wire clk, reset, load, in, output wire out);
  wire _in;
  mux2 mux2_0(out, in, load, _in);
  dfr dfr_1(clk, reset, _in, out);
endmodule
module dfs (input wire clk, set, in, output wire out);
  wire dfr_in,dfr_out;
  invert invert_0(in, dfr_in);
  invert invert_1(dfr_out, out);
  dfr dfr_2(clk, set, dfr_in, dfr_out);
endmodule
module dfsl (input wire clk, set, load, in, output wire out);
  wire _in;
  mux2 mux2_0(out, in, load, _in);
  dfs dfs_1(clk, set, _in, out);
endmodule
module fa (input wire i0, i1, cin, output wire sum, cout);
   wire t0, t1, t2;
   xor3 _i0 (i0, i1, cin, sum);
   and2 _i1 (i0, i1, t0);
   and2 _i2 (i1, cin, t1);
   and2 _i3 (cin, i0, t2);
   or3 _i4 (t0, t1, t2, cout);
endmodule
module addsub (input wire addsub, i0, i1, cin, output wire sumdiff, cout);
  wire t;
  fa _i0 (i0, t, cin, sumdiff, cout);
  xor2 _i1 (i1, addsub, t);
endmodule
</file>
<file path="flow/run.sh">
#!/bin/bash
# OpenROAD 26Q1-2900-gdf79404cd8, Yosys 0.63+post, stock flow scripts
make -C /OpenROAD-flow-scripts/flow DESIGN_CONFIG=/design/flow/config.mk WORK_HOME=/design/flow/orfs finish
</file>
<file path="flow/constraint.sdc">
current_design adder_array

set clk_period 2.5
set clk_io_pct 0.2

create_clock -name clk0 -period $clk_period

set non_clock_inputs [all_inputs -no_clocks]
set_input_delay [expr $clk_period * $clk_io_pct] -clock clk0 $non_clock_inputs
set_output_delay [expr $clk_period * $clk_io_pct] -clock clk0 [all_outputs]
</file>
<file path="flow/config.mk">
export PLATFORM = sky130hd
export DESIGN_NAME = adder_array
export DESIGN_NICKNAME = adder_array
export VERILOG_FILES = /design/flow/design.v
export SDC_FILE = /design/flow/constraint.sdc
export NUM_CORES = 4
export LEC_CHECK = 1
export CORE_UTILIZATION = 30
</file>
==> results_slide.txt <==
Implementation Results

Cells and area
  – Top cells excl fill/tap: 34 x dlygate4sd2_1, 28 x clkdlybuf4s50_1, 18 x fa_1, 18 x fa_2, 18 x buf_2
  – Top cell excl fill/tap: dlygate4sd2_1
  – Area growth, synth to finish: 76.9%
  – Flop count: 0
  – Fraction of layout cells with a size suffix above 1: 0.329
  – Filler cell count: 304
  – FF+latch area: 0 µm²
  – Final Util: 0.577
  – Finished Cell Area: 1820 µm²
  – Post-route insts no fill: 199
  – Clock buffers: 0

Yosys
  – Area leader share: 0.701
  – Syn. warnings: 0
  – Chip Area, Yosys: 1030 µm²
  – Synth unique cells: 3
  – Cell area leaders: fa_1 70%, buf_4 26%, inv_1 3.6%
  – Syn Area/Cell: ~13 µm²
  – Synth area leader: fa_1
  – Comb area leader: adder cells
  – Post-synth seq share: 0
  – Mapped cell area: 1030 µm²
  – Gate Count Post-Synth: 82
  – Xor/xnor share: 0
  – Simple Share, Synth: 0
  – Multiplexer share: 0
  – Aoi share: 0
  – Post-synthesis adder-cell area fraction: 0.701
  – Ys cells: 82

Run
  – Log Warnings: 36
  – Max Cap Viol: 0

Placement
  – Placed Instance Area: 1890 µm²
  – Routability Congestion: between 0.7 and 0.8
  – Dpl hpwl: 2.35 mm
  – Buffers on Ports: 106
  – Inst Count DP: 198

Critical path
  – Setup CP Type: in -> out
  – CP max stage cell: fa_1
  – Cell mode on critical path: inv_2
  – Crit path buffers/inverters: 4
  – Worst setup EP type: output pin
  – Crit-path cells: buf_6 -> fa_1 -> inv_2 -> fa_2 -> inv_2 -> dlygate4sd2_1
  – Required time worst endpoint: ~2000 ps
  – Family with the most delay on the worst path: adder cells
  – Data arrival time at the worst-slack endpoint: 1960 ps
  – Crit-path max FO: 1
  – CP peak stage delay: approximately 550 ps
  – Critical Path Source Type: primary input

Final timing
  – Rel. slew slack: 0.926
  – Final hold vios: 0
  – Finish-stage setup viols: 0
  – Tcrit/Tclk final: 0.985
  – Slew Viols, Final: 0
  – RSZ-0062 raised after global routing: false
  – Crit path time final: ~2500 ps
  – Fin Setup TNS: 0 ps
  – Least-Margin Pin Slew: 111 ps
  – Fmax achieved: 406 MHz

Detailed routing
  – DR WL/cell: about 12 µm
  – Router iterations before antenna repair: 2
  – Residual DRC: 0
  – Antenna Cells: 0
  – Routed via count: 794
  – Initial drt markers: 5
  – Antenna violation net count after detailed routing: 0
  – Drt total wl: 2.38 mm
  – Routed vias/inst: 3.99

Die
  – Core Area: 3150 µm²
  – Site Rows: 20
  – Die Wd: 60.6 µm
  – Chip height: 60.6 µm
  – IO Count: ~110
  – Die area: 3670 µm²
  – FP Util: 0.326

GRT
  – Vias in the first global route: 828
  – Largest net degree at the start of global routing: 3
  – GR Util All Layers: 0.135
  – Initial antenna violation count: 0
  – Grt total ovfl: 0
  – First-pass GRT wire length: 3.45 mm

Run status
  – Status: finished clean

Pwr
  – P per Cell Area: 219 nW/µm²
  – Max IR drop VDD: ~0.00011 V
  – Leak: 0.810 nW
  – Total power: 0.399 mW

Worst hold path
  – Hold WC Path Type: in -> out
==> stage by stage <==
stage	worst slack, ps	hold slack (ps)
finish	37.9	1510
global route	3.63	1560
CTS	-9.98	1610
detailed placement	-549	2040
global placement	-537	2050
floorplan	337	1210
==> final cells by class <==
type	count	area, µm²	share of cell area
Timing Repair Buffer	109	961	0.528
Inverter	10	37.5	0.0206
Tap cell	44	55.1	0.0303
Multi-Input combinational cell	36	766	0.421
==> where the power goes <==
| group | internal [mW] | switching (mW) | leakage (nW) |
|---|---|---|---|
| combinational | 0.276 | 0.123 | 0.810 |
| clock | 0 | 0 | 0 |
| sequential | 0 | 0 | 0 |
| total | 0.276 | 0.123 | 0.810 |
==> cells in the mapped netlist <==
library cell and number:
buf_4 36, inv_1 10, fa_1 36
==> logic make-up after synthesis <==
| group | Yosys count |
|---|---|
| buf+inv | 46 |
| fa+ha+maj | 36 |
==> layer usage <==
metal  vias up  share of wire  track usage
met5         -              0            0
met4         0              0            0
met3         0           0.20       0.0583
met2        66           0.48        0.243
met1       381           0.32        0.163
li1        347              -            -
==> final timing paths <==
check                     from       end  slack, ps  depth (start not counted)
worst max-delay path      x[0]   ws_o[0]         40                          6
worst min-delay path  ws_i[11]  wc_o[11]       1510                          4
==> what timing repair did <==
item | CTS | global route
buffers inserted | 1 | 0
gates cloned | 0 | 0
hold buffers | 0 | 0
endpoints found under the setup margin | 36 | 12
pin swaps | 34 | 16
gates resized | 171 | 15
Power is estimated from default activity; no workload was simulated.
