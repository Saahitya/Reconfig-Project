`design/flow/config.mk`:
```
export PLATFORM = sky130hd
export DESIGN_NAME = ca_reg_x
export DESIGN_NICKNAME = ca_reg_x
export VERILOG_FILES = /design/flow/design.v
export SDC_FILE = /design/flow/constraint.sdc
export NUM_CORES = 4
export LEC_CHECK = 1
export CORE_AREA = 10 10 108 108
export DIE_AREA = 0 0 118 118
```
`design/flow/run.sh`:
```
#!/bin/bash
# OpenROAD 26Q1-2900-gdf79404cd8, Yosys 0.63+post, stock flow scripts
make -C /OpenROAD-flow-scripts/flow DESIGN_CONFIG=/design/flow/config.mk WORK_HOME=/design/flow/orfs finish
```
`design/flow/constraint.sdc`:
```
current_design ca_reg_x

set clk_period 3.4
set clk_io_pct 0.2

create_clock -name clk0 -period $clk_period [get_ports {clk}]

set non_clock_inputs [all_inputs -no_clocks]
set_input_delay [expr $clk_period * $clk_io_pct] -clock clk0 $non_clock_inputs
set_output_delay [expr $clk_period * $clk_io_pct] -clock clk0 [all_outputs]
```
`design/flow/design.v`:
```
module register_16 (input wire clk, reset, input wire [15:0] din, output wire [15:0] dout);
  dfr dfrl_0 (clk, reset, din['h0], dout['h0]);
  dfr dfrl_1 (clk, reset, din['h1], dout['h1]);
  dfr dfrl_2 (clk, reset, din['h2], dout['h2]);
  dfr dfrl_3 (clk, reset, din['h3], dout['h3]);
  dfr dfrl_4 (clk, reset, din['h4], dout['h4]);
  dfr dfrl_5 (clk, reset, din['h5], dout['h5]);
  dfr dfrl_6 (clk, reset, din['h6], dout['h6]);
  dfr dfrl_7 (clk, reset, din['h7], dout['h7]);
  dfr dfrl_8 (clk, reset, din['h8], dout['h8]);
  dfr dfrl_9 (clk, reset, din['h9], dout['h9]);
  dfr dfrl_a (clk, reset, din['ha], dout['ha]);
  dfr dfrl_b (clk, reset, din['hb], dout['hb]);
  dfr dfrl_c (clk, reset, din['hc], dout['hc]);
  dfr dfrl_d (clk, reset, din['hd], dout['hd]);
  dfr dfrl_e (clk, reset, din['he], dout['he]);
  dfr dfrl_f (clk, reset, din['hf], dout['hf]);
endmodule
module invert_16(input wire [15:0] in, output wire [15:0] out);
invert invert_0(in[0], out[0]);
invert invert_1(in[1], out[1]);
invert invert_2(in[2], out[2]);
invert invert_3(in[3], out[3]);
invert invert_4(in[4], out[4]);
invert invert_5(in[5], out[5]);
invert invert_6(in[6], out[6]);
invert invert_7(in[7], out[7]);
invert invert_8(in[8], out[8]);
invert invert_9(in[9], out[9]);
invert invert_10(in[10], out[10]);
invert invert_11(in[11], out[11]);
invert invert_12(in[12], out[12]);
invert invert_13(in[13], out[13]);
invert invert_14(in[14], out[14]);
invert invert_15(in[15], out[15]);
endmodule
module ca_reg_x(input wire clk, reset, valid, input wire [1:0] select_input,  input wire [1:0] in, output wire [15:0] out);
wire [15:0]on_the_fly_output;
wire [15:0]inverted_on_the_fly_output;
on_the_fly on_the_fly_0(clk, reset, valid, in, on_the_fly_output);
reg [3:0] lut = 4'b0010;
invert_16 invert_16_0({3'b0, on_the_fly_output[15:3]}, inverted_on_the_fly_output);
mux4_16 mux4_16_0(16'b0, {3'b0, on_the_fly_output[15:3]}, inverted_on_the_fly_output, 16'b0, select_input[1], select_input[0], out);
endmodule
module ca_reg_y(input wire clk, reset, valid, input wire [1:0] select_input,  input wire [1:0] in, output wire [15:0] out);
wire [15:0]on_the_fly_output;
wire [15:0]on_the_fly_output_;
wire [15:0]inverted_on_the_fly_output;
on_the_fly on_the_fly_0(clk, reset, valid, in, on_the_fly_output_);
register_16 register_16_0(clk ,reset, on_the_fly_output_, on_the_fly_output);
reg [3:0] lut = 4'b0010;
invert_16 invert_16_0({3'b0, on_the_fly_output[15:3]}, inverted_on_the_fly_output);
mux4_16 mux4_16_0(16'b0, {3'b0, on_the_fly_output[15:3]}, inverted_on_the_fly_output, 16'b0, select_input[1], select_input[0], out);
endmodule
module invert (input wire i, output wire o);
   assign o = !i;
endmodule
module and2 (input wire i0, i1, output wire o);
  assign o = i0 & i1;
endmodule
module or2 (input wire i0, i1, output wire o);
  assign o = i0 | i1;
endmodule
module xor2 (input wire i0, i1, output wire o);
  assign o = i0 ^ i1;
endmodule
module nand2 (input wire i0, i1, output wire o);
   wire t;
   and2 and2_0 (i0, i1, t);
   invert invert_0 (t, o);
endmodule
module nor2 (input wire i0, i1, output wire o);
   wire t;
   or2 or2_0 (i0, i1, t);
   invert invert_0 (t, o);
endmodule
module xnor2 (input wire i0, i1, output wire o);
   wire t;
   xor2 xor2_0 (i0, i1, t);
   invert invert_0 (t, o);
endmodule
module and3 (input wire i0, i1, i2, output wire o);
   wire t;
   and2 and2_0 (i0, i1, t);
   and2 and2_1 (i2, t, o);
endmodule
module or3 (input wire i0, i1, i2, output wire o);
   wire t;
   or2 or2_0 (i0, i1, t);
   or2 or2_1 (i2, t, o);
endmodule
module nor3 (input wire i0, i1, i2, output wire o);
   wire t;
   or2 or2_0 (i0, i1, t);
   nor2 nor2_0 (i2, t, o);
endmodule
module nand3 (input wire i0, i1, i2, output wire o);
   wire t;
   and2 and2_0 (i0, i1, t);
   nand2 nand2_1 (i2, t, o);
endmodule
module xor3 (input wire i0, i1, i2, output wire o);
   wire t;
   xor2 xor2_0 (i0, i1, t);
   xor2 xor2_1 (i2, t, o);
endmodule
module xnor3 (input wire i0, i1, i2, output wire o);
   wire t;
   xor2 xor2_0 (i0, i1, t);
   xnor2 xnor2_0 (i2, t, o);
endmodule
module mux2 (input wire i0, i1, j, output wire o);
  assign o = (j==0)?i0:i1;
endmodule
module mux4 (input wire [0:3] i, input wire j1, j0, output wire o);
  wire  t0, t1;
  mux2 mux2_0 (i[0], i[1], j1, t0);
  mux2 mux2_1 (i[2], i[3], j1, t1);
  mux2 mux2_2 (t0, t1, j0, o);
endmodule
module mux8 (input wire [0:7] i, input wire j2, j1, j0, output wire o);
  wire  t0, t1;
  mux4 mux4_0 (i[0:3], j2, j1, t0);
  mux4 mux4_1 (i[4:7], j2, j1, t1);
  mux2 mux2_0 (t0, t1, j0, o);
endmodule
module demux2 (input wire i, j, output wire o0, o1);
  assign o0 = (j==0)?i:1'b0;
  assign o1 = (j==1)?i:1'b0;
endmodule
module demux4 (input wire i, j1, j0, output wire [0:3] o);
  wire  t0, t1;
  demux2 demux2_0 (i, j1, t0, t1);
  demux2 demux2_1 (t0, j0, o[0], o[1]);
  demux2 demux2_2 (t1, j0, o[2], o[3]);
endmodule
module demux8 (input wire i, j2, j1, j0, output wire [0:7] o);
  wire  t0, t1;
  demux2 demux2_0 (i, j2, t0, t1);
  demux4 demux4_0 (t0, j1, j0, o[0:3]);
  demux4 demux4_1 (t1, j1, j0, o[4:7]);
endmodule
module df (input wire clk, in, output wire out);
  reg df_out;
  always@(posedge clk) df_out <= in;
  assign out = df_out;
endmodule
module dfr (input wire clk, reset, in, output wire out);
  wire reset_, df_in;
  invert invert_0 (reset, reset_);
  and2 and2_0 (in, reset_, df_in);
  df df_0 (clk, df_in, out);
endmodule
module dfrl (input wire clk, reset, load, in, output wire out);
  wire _in;
  mux2 mux2_0(out, in, load, _in);
  dfr dfr_1(clk, reset, _in, out);
endmodule
module dfs (input wire clk, set, in, output wire out);
  wire dfr_in,dfr_out;
  invert invert_0(in, dfr_in);
  invert invert_1(dfr_out, out);
  dfr dfr_2(clk, set, dfr_in, dfr_out);
endmodule
module dfsl (input wire clk, set, load, in, output wire out);
  wire _in;
  mux2 mux2_0(out, in, load, _in);
  dfs dfs_1(clk, set, _in, out);
endmodule
module fa (input wire i0, i1, cin, output wire sum, cout);
   wire t0, t1, t2;
   xor3 _i0 (i0, i1, cin, sum);
   and2 _i1 (i0, i1, t0);
   and2 _i2 (i1, cin, t1);
   and2 _i3 (cin, i0, t2);
   or3 _i4 (t0, t1, t2, cout);
endmodule
module addsub (input wire addsub, i0, i1, cin, output wire sumdiff, cout);
  wire t;
  fa _i0 (i0, t, cin, sumdiff, cout);
  xor2 _i1 (i1, addsub, t);
endmodule
module mux4_mod (input wire i0, i1, i2, i3, input wire j1, j0, output wire o);
  wire  t0, t1;
  mux2 mux2_0 (i0, i1, j1, t0);
  mux2 mux2_1 (i2, i3, j1, t1);
  mux2 mux2_2 (t0, t1, j0, o);
endmodule
module mux4_16(input wire [15:0] i_1, input wire [15:0] i_2, input wire [15:0] i_3, input wire [15:0] i_4, input wire s_1, input wire s_2, output wire [15:0] out);
mux4_mod mux4_0(i_1[0], i_2[0], i_3[0], i_4[0], s_1, s_2, out[0]);
mux4_mod mux4_1(i_1[1], i_2[1], i_3[1], i_4[1], s_1, s_2, out[1]);
mux4_mod mux4_2(i_1[2], i_2[2], i_3[2], i_4[2], s_1, s_2, out[2]);
mux4_mod mux4_3(i_1[3], i_2[3], i_3[3], i_4[3], s_1, s_2, out[3]);
mux4_mod mux4_4(i_1[4], i_2[4], i_3[4], i_4[4], s_1, s_2, out[4]);
mux4_mod mux4_5(i_1[5], i_2[5], i_3[5], i_4[5], s_1, s_2, out[5]);
mux4_mod mux4_6(i_1[6], i_2[6], i_3[6], i_4[6], s_1, s_2, out[6]);
mux4_mod mux4_7(i_1[7], i_2[7], i_3[7], i_4[7], s_1, s_2, out[7]);
mux4_mod mux4_8(i_1[8], i_2[8], i_3[8], i_4[8], s_1, s_2, out[8]);
mux4_mod mux4_9(i_1[9], i_2[9], i_3[9], i_4[9], s_1, s_2, out[9]);
mux4_mod mux4_10(i_1[10], i_2[10], i_3[10], i_4[10], s_1, s_2, out[10]);
mux4_mod mux4_11(i_1[11], i_2[11], i_3[11], i_4[11], s_1, s_2, out[11]);
mux4_mod mux4_12(i_1[12], i_2[12], i_3[12], i_4[12], s_1, s_2, out[12]);
mux4_mod mux4_13(i_1[13], i_2[13], i_3[13], i_4[13], s_1, s_2, out[13]);
mux4_mod mux4_14(i_1[14], i_2[14], i_3[14], i_4[14], s_1, s_2, out[14]);
mux4_mod mux4_15(i_1[15], i_2[15], i_3[15], i_4[15], s_1, s_2, out[15]);
endmodule
module on_the_fly(input wire clk, reset, valid, input wire [1:0]in, output reg [0:15]Q = 16'b0000000000000000);
reg [0:15]Qm = 16'b0000000000000000;
reg [0:3]j = 4'b0000 ;
always@(posedge clk) begin
	if(j == 4'b1111) begin
		Qm = 0;
		Q = 0;
		j = 0;
	end
	if(reset) begin
		Qm = 0;
		Q = 0;
		j = 0;
	end
	if(valid) begin
		case(in)
			2'b00 : begin
				Qm[j] = 1;
			end
			2'b10 : begin
				Qm = Q;
				Q[j] = 1;
			end
			2'b01 : begin
				Q = Qm;
				Q[j] = 1;
			end
			2'b11 : begin
				Qm[j] = 1;
			end
		endcase
		j <= j+1;
	end
end
endmodule
```
==> results.rst <==
Physical design figures
=======================

.. list-table::
   :header-rows: 1

   * - Metric
     - Value
   * - Root Buffer Master
     - sky130_fd_sc_hd__clkbuf_8
   * - Fin. Hold Viols
     - 0
   * - Max Clock Freq
     - ~330 MHz
   * - Post-cts gate resize count
     - 0
   * - HPWL after detailed placement
     - approximately 4.2 mm
   * - Warnings from Yosys
     - 2
   * - Total gr overflow
     - 0
   * - Clock tree from TritonCTS
     - yes
   * - Worst Reg-to-Reg Cells
     - 7
   * - Placed cells
     - around 420
   * - Startpoint class of the critical path
     - input pin
   * - CP Data Required Time
     - about 2700 ps
   * - WHS
     - 484 ps
   * - Outcome
     - finished clean
   * - Count of pins on the block boundary
     - 23
   * - Number of flops mapped to enable cells by yosys
     - 0
   * - Worst skew pair latency
     - ~290 ps
   * - Slew at the pin closest to its max-slew limit
     - approximately 580 ps
   * - Largest buffer count on any clock path
     - 2
   * - Minimum clock period
     - approximately 3000 ps
   * - Largest net degree at the start of global routing
     - 38
   * - Worst ir drop on vdd
     - about 130 uV
   * - Vias after detailed routing
     - ~2100
   * - WP depth
     - 4
   * - Synthesized area per cell
     - roughly 7.4 um2
   * - Most instantiated logic cell after routing
     - sky130_fd_sc_hd__o21ai_0
   * - Antenna violations before repair
     - 0
   * - Height of the die
     - 118 um
   * - Core area
     - slightly above 0.009 mm2
   * - CTS sink count
     - 30
   * - Stage-log warning count
     - 26
   * - Synthesized netlist cell count
     - 296
   * - Post-detailed-route DRC marker count
     - 0
   * - Static leakage
     - ~0.85 nW
   * - Footprint of the flip-flops and latches
     - 601 um2
   * - Worst Path Class, Setup
     - input pin to output port
   * - Cell Area, Synth
     - roughly 0.0022 mm2
   * - Vias in the first global route
     - approximately 1900
   * - Row Count
     - 35
   * - Headroom to the max-slew limit
     - roughly three fifths
   * - Critical-path cell with the highest stage delay
     - sky130_fd_sc_hd__clkdlybuf4s50_1
   * - CP top delay family
     - buffers and inverters
   * - Distinct cell type count after synthesis
     - 51
   * - Dominant register cell in the synthesized netlist
     - sky130_fd_sc_hd__dfxtp_1
   * - Register-to-Register Setup Slack
     - ~870 ps
   * - Start point of the critical path
     - select_input[1]
   * - Power per Cell Area
     - roughly 360 mW/mm2
   * - Arrival time at the worst endpoint
     - 2310 ps
   * - Port Buffer Count
     - 22
   * - Cell with the most instances on the worst path
     - sky130_fd_sc_hd__clkdlybuf4s50_1
   * - Final sum of negative setup slack
     - 0 ps
   * - Combinational Area
     - between 0.001 and 0.0015 mm2
   * - Combined global-route utilization of all metal layers
     - under 10%
   * - Total die size
     - approximately 0.014 mm2
   * - Fraction of layout instances using a drive strength above 1
     - under 10%
   * - Critical path fanouts, max
     - 14
   * - Worst Path Buf+Inv
     - 2
   * - Chip Area, Yosys
     - 0.00219 mm2
   * - Capturing point of the worst reg2reg path
     - on_the_fly_0.Q[4]
   * - Wire length of the first global-routing pass
     - ~10 mm
   * - Cell Chain, Critical Path
     - clkdlybuf4s50_1 > nand2b_1 > o21ai_0 > clkdlybuf4s50_1
   * - Filler cells
     - 1008
   * - Count of antenna-violating nets left after detailed routing
     - 0
   * - Reg-to-reg startpoint
     - on_the_fly_0.j[3]
   * - CTS buffer count
     - 5
   * - Seq share, synth
     - a little over a quarter
   * - Count of max-cap constraint violations
     - 0
   * - Ys async rst share
     - 0%
   * - Drt first-iter violations
     - about 220
   * - Highest cell delay on the worst timing path
     - between 500 and 600 ps
   * - Setup repair after global routing missed its margin
     - no
   * - Pre-Repair DR Iteration Count
     - 4
   * - Non-filler cells, final
     - roughly 430
   * - Buffers inserted during post-CTS setup optimization
     - 0
   * - Clock slew at the register clock pins of the worst setup and hold paths
     - 60 ps
   * - Synthesized flop and latch total
     - 30
   * - Wire length per cell after detailed routing
     - 14.1 um
   * - Final weighted congestion in routability-driven placement
     - ~0.90
   * - Number of diodes added for antenna fixing
     - 0
   * - Final Max Tran Viols
     - 0
   * - Timing endpoint of the critical path
     - out[2]
   * - Post-CTS Hold Buffers
     - 0
   * - Most frequent cells in the layout
     - 35 x sky130_fd_sc_hd__o21ai_0, 34 x sky130_fd_sc_hd__nand2_1, 30 x sky130_fd_sc_hd__a21oi_1, 30 x sky130_fd_sc_hd__dfxtp_1, 22 x sky130_fd_sc_hd__clkdlybuf4s50_1
   * - Endpoint type of the worst setup path
     - output port
   * - Relative area change from synthesis to final layout
     - 14.2%
   * - Final-report setup violation count
     - 0
   * - Cell count in the Yosys report
     - a little under 300
   * - Clock tree skew after final layout
     - 8.63 ps
   * - Die X
     - 118 um
   * - Number of H-tree levels
     - 2
   * - Class of the tightest hold or removal check
     - register to register
   * - Starting utilization of the core area
     - 23.6%
   * - Overall power consumption
     - approximately 0.9 mW
   * - Final cycle utilization of the critical path
     - 87.9%
   * - Number of vias per cell after detailed routing
     - 5.03
   * - Aggregate routed wire length
     - 5.99 mm
[worst min path at each step]
stage | start | endpoint | slack [ps] | cells after the start
after CTS | on_the_fly_0.Q[11] | on_the_fly_0.Q[11] | 490 | 2
final | on_the_fly_0.Q[11] | on_the_fly_0.Q[11] | 480 | 2
after global routing | on_the_fly_0.Q[10] | on_the_fly_0.Q[10] | 530 | 2
[report_power, final]
group          leakage (nW)  switching [mW]  internal, mW  total (mW)
sequential            0.245          0.0323         0.373       0.405
clock                0.0482           0.138         0.163       0.301
combinational         0.554           0.102        0.0836       0.186
total                 0.847           0.272         0.619       0.892
[stage by stage]
stage / utilization [%] / setup WS, ps / area (um2)
floorplan: - / 748 / 2190
global placement: 25.9 / 377 / 2410
detailed placement: 25.9 / 328 / 2410
CTS: 26.9 / 350 / 2500
global route: 26.9 / 263 / 2500
finish: 26.9 / 412 / 2500
[layout make-up]
type / instances / share of cell area, %
Multi-Input combinational cell: 220 / 53.0
Sequential cell: 30 / 24.0
Timing Repair Buffer: 33 / 12.1
Tap cell: 129 / 6.46
Clock buffer: 7 / 3.45
Inverter: 5 / 0.751
Clock inverter: 1 / 0.200
[cell usage after synthesis (6+ instances only)]
library cell | number | area (um2)
sky130_fd_sc_hd__buf_2 | 9 | 45.0
sky130_fd_sc_hd__buf_4 | 17 | 128
sky130_fd_sc_hd__dfxtp_1 | 30 | 601
sky130_fd_sc_hd__clkbuf_1 | 10 | 37.5
sky130_fd_sc_hd__nor2_1 | 15 | 56.3
sky130_fd_sc_hd__o21ai_0 | 35 | 175
sky130_fd_sc_hd__nand2_1 | 34 | 128
sky130_fd_sc_hd__nand2b_1 | 8 | 50.1
sky130_fd_sc_hd__nor2b_1 | 8 | 50.1
sky130_fd_sc_hd__a22oi_1 | 14 | 105
sky130_fd_sc_hd__and2_1 | 6 | 37.5
sky130_fd_sc_hd__a21oi_1 | 30 | 150
[worst min-delay path, cell delays in order, from the launching register on]
cell	delay (ps)
sky130_fd_sc_hd__dfxtp_1	340
sky130_fd_sc_hd__nand2_1	60
sky130_fd_sc_hd__a32oi_1	40
[metal layers]
metal / global-route usage, % / share of wire (%) / wire length [um]
met1: 12.1 / 47 / 2820
met2: 12.6 / 44 / 2650
met3: 2.67 / 7.6 / 455
met4: 0.850 / 0.97 / 58
met5: 0 / 0 / 0
[registers in the layout, summed over array words and instances, names as in the netlist]
name and flops:
on_the_fly_0.Q 13, on_the_fly_0.Qm 13, on_the_fly_0.j 4
[cells by family (layout without fill, tap and decap cells)]
kind of cell               after synthesis  after routing  share of synthesized area (%)
xor gates and xnor gates                 2              2                          0.801
adders and majority gates                3              3                           1.72
buffers and inverters                   46             46                           12.3
DFF                                     30             30                           27.4
and+or+nand+nor                         95             95                           22.4
AOI/OAI and AO/OA                      118            118                           34.3
muxes                                    2              2                          0.972
No activity file was given, so power comes from the tool's default toggle rates.
